--- design/flow/run.sh ---
#!/bin/bash
# OpenROAD 26Q1-2900-gdf79404cd8, Yosys 0.63+post, stock flow scripts
make -C /OpenROAD-flow-scripts/flow DESIGN_CONFIG=/design/flow/config.mk WORK_HOME=/design/flow/orfs finish
--- design/flow/config.mk ---
export PLATFORM = sky130hd
export DESIGN_NAME = servo
export DESIGN_NICKNAME = servo
export VERILOG_FILES = /design/flow/design.v
export SDC_FILE = /design/flow/constraint.sdc
export NUM_CORES = 4
export LEC_CHECK = 1
export CORE_UTILIZATION = 30
--- design/flow/design.v ---
module PWM (
    input wire clk,
    input wire rst_n,
    input wire [31:0] duty_cycle,  
    input wire [31:0] period,      
    output wire pwm_out
);
    PWM_Parametrizado #( .WIDTH(32) ) u_pwm_32bit (
        .clk        (clk),
        .rst_n      (rst_n),
        .duty_cycle (duty_cycle),
        .period     (period),
        .pwm_out    (pwm_out)
    );
endmodule
module PWM_Parametrizado # (
	parameter WIDTH = 16   
) (
	input wire clk,
	input wire rst_n,
	input wire [WIDTH-1:0] duty_cycle,  
	input wire [WIDTH-1:0] period,  
	output reg pwm_out
);
    reg [WIDTH-1:0] pwm_counter;  
    always @(posedge clk or negedge rst_n) begin
        if (!rst_n) begin  
            pwm_counter <= {WIDTH{1'b0}};  
            pwm_out <= 1'b0;
        end else begin
            pwm_counter <= (pwm_counter >= (period - 1)) ? {WIDTH{1'b0}} : pwm_counter + 1;
            pwm_out <= (pwm_counter < duty_cycle) ? 1'b1 : 1'b0;
        end
    end
 endmodule
module servo #(
    parameter CLK_FREQ = 25_000_000,  
    parameter PERIOD = 500_000  
) (
    input wire clk,
    input wire rst_n,
    output wire servo_out
);
	localparam PWM_FREQ_HZ = 50;  
	localparam PWM_PERIOD_MS = 20;  
	localparam MIN_PULSE_MS = 1;  
	localparam MAX_PULSE_MS = 2;  
	localparam MIN_DUTY_CYCLE_VAL = (PERIOD / PWM_PERIOD_MS) * MIN_PULSE_MS;
	localparam MAX_DUTY_CYCLE_VAL = (PERIOD / PWM_PERIOD_MS) * MAX_PULSE_MS;
	localparam EXCURSION_DURATION_SEC = 5;
	localparam FIVE_SEC_COUNTER_LIMIT = EXCURSION_DURATION_SEC * CLK_FREQ;
	reg [31:0] five_sec_counter;
	reg[31:0] current_duty_cycle;
	reg current_excursion_state;  
	wire pwm_output_from_submodule;
	PWM u_pwm_generator (
        .clk        (clk),
        .rst_n      (rst_n),
        .duty_cycle (current_duty_cycle),  
        .period     (PERIOD),              
        .pwm_out    (pwm_output_from_submodule)
	);
	assign servo_out = pwm_output_from_submodule;
	always @(posedge clk or negedge rst_n) begin
		if (!rst_n) begin
			five_sec_counter <= 32'h0;  
			current_excursion_state <= 1'b0;  
			current_duty_cycle <= MIN_DUTY_CYCLE_VAL;  
		end else begin
			if (five_sec_counter == (FIVE_SEC_COUNTER_LIMIT - 1)) begin
				five_sec_counter <= 32'h0;    
				current_excursion_state <= ~current_excursion_state;  
			end else begin
				five_sec_counter <= five_sec_counter + 1;  
			end
			if (current_excursion_state == 1'b0) begin  
				current_duty_cycle <= MIN_DUTY_CYCLE_VAL;
			end else begin
				current_duty_cycle <= MAX_DUTY_CYCLE_VAL;
			end
		end
	end
endmodule
--- design/flow/constraint.sdc ---
current_design servo

set clk_period 7.4
set clk_io_pct 0.2

create_clock -name clk0 -period $clk_period [get_ports {clk}]

set non_clock_inputs [all_inputs -no_clocks]
set_input_delay [expr $clk_period * $clk_io_pct] -clock clk0 $non_clock_inputs
set_output_delay [expr $clk_period * $clk_io_pct] -clock clk0 [all_outputs]
==> impl_metrics.env <==
# flow metrics
export IMPL_status="finished, final reports clean"
export IMPL_vias_per_cell=4.64
export IMPL_die_area_sq_mm=0.0112
export IMPL_xor_share_pct=11.6
export IMPL_grt_overflow_total=0
export IMPL_yosysChipArea_sq_mm=0.00324
export IMPL_grtUsageMet1_pct=17.3
export IMPL_hold_viol=0
export IMPL_slew_viol_final=0
export IMPL_power_mw=0.660
export IMPL_mux_area_share_pct=0.309
export IMPL_cap_violations=0
export IMPL_dr_pass1_iters=4
export IMPL_finalInstanceArea_sq_mm=0.00361
export IMPL_area_growth_pct=11.6
export IMPL_skew_ns=0.00882
export IMPL_drt_wl_total_microns=5590
export IMPL_place_area_sq_mm=0.00343
export IMPL_crit_path_max_incr_delay_ns=0.44
export IMPL_grt_pass1_wl_microns=10100
export IMPL_worstSetupStartpointType="flop"
export IMPL_final_core_utilization_pct=34.7
export IMPL_layout_drive_gt1_share_pct=8.31
export IMPL_critPathMaxFanout=1
export IMPL_place_ws_ns=4.95
export IMPL_io_pin_count=3
export IMPL_fin_cells=473
export IMPL_critPathKind="flop to primary output"
export IMPL_min_period_ns=2.59
export IMPL_ir_worst_vdd_mv=0.110
export IMPL_cts_setup_buffers=0
export IMPL_timing_setup_tns_ns=0
export IMPL_cts_clk_slew_worst_paths_ns=0.08
export IMPL_yosysWarningCount=2
export IMPL_fp_util_pct=31.1
export IMPL_fmax_ghz=0.387
export IMPL_cts_max_path_buffers=2
export IMPL_synth_adder_area_share_pct=3.48
export IMPL_setup_violations=0
export IMPL_track_usage_pct=11.3
export IMPL_layout_top_cells="dfrtp_1 (67), nor2_1 (53), nand2_1 (28)"
export IMPL_num_vias=2193
export IMPL_root_buffer="clkbuf_8"
export IMPL_cts_resized=0
export IMPL_use_met3_pct=2.50
export IMPL_drt_wirelength_per_cell_microns=11.8
export IMPL_clkLatencyLatePin_ns=0.34
export IMPL_netlist_area_sq_mm=0.00324
export IMPL_arrival_ns=1.11
export IMPL_edf_count=0
export IMPL_drc=0
export IMPL_top_logic_kind="simple AND/OR/NAND/NOR gates"
export IMPL_synth_distinct_cells=46
export IMPL_cts_inserted_buffers=9
export IMPL_portBuffers=2
export IMPL_tightest_slew_ns=0.725
export IMPL_synthArstFlopShare_pct=100
export IMPL_rsz0062_at_grt="false"
export IMPL_cts_tree="yes"
export IMPL_cp_slowest_cell="clkdlybuf4s50_1"
export IMPL_dpl_hpwl_microns=3830
export IMPL_antenna_cells=0
export IMPL_finalCritPeriodShare_pct=34.9
export IMPL_hold_class="flop to flop"
export IMPL_netlist_instances=312
export IMPL_grt_busiest_layer="met2"
export IMPL_warnings=25
export IMPL_grt_start_max_net_pins=52
export IMPL_p_per_area_mw_per_mm2=183
export IMPL_synth_cellmix_compoundShare_pct=4.68
export IMPL_ys_ff=68
export IMPL_die_w_microns=106
export IMPL_antenna_left=0
export IMPL_cp_buffers_inverters=1
export IMPL_setup_slack_ns=4.81
export IMPL_hold_buffers=0
export IMPL_critical_path_top_delay_family="buffers and inverters"
export IMPL_place_congestion=0.830
export IMPL_grt_pass1_vias=2186
export IMPL_core_area_sq_mm=0.0104
export IMPL_ys_sh_simple_pct=24.5
export IMPL_worst_hold_slack_ns=0.377
export IMPL_antenna_found_initial=0
export IMPL_p_leak_nw=1.58
export IMPL_ys_cells=312
export IMPL_flop_cell="dfrtp_1"
export IMPL_synth_area_per_cell_sq_um=10.4
export IMPL_critPathRequiredTime_ns=5.92
export IMPL_path_cells="clkdlybuf4s50_1"
export IMPL_final_common_cell="dfrtp_1"
export IMPL_grt_use_met2_pct=17.5
export IMPL_relSlewSlack_pct=51.7
export IMPL_synth_seq_share_pct=52.6
export IMPL_htree_levels=3
export IMPL_die_h_microns=106
export IMPL_cp_end_kind="primary output"
export IMPL_dpl_cell_count=457
export IMPL_cts_sinks=68
export IMPL_drt_initial_drc_count=95
export IMPL_fp_row_count=37
-- state kept, by name, indices dropped and copies added (netlist names) --
name,flops
current_duty_cycle,2
five_sec_counter,32
current_excursion_state,1
u_pwm_generator.u_pwm_32bit.pwm_counter,32
u_pwm_generator.u_pwm_32bit.pwm_out,1
-- final timing paths --
path	slack (ns)	endpoint	cells after the start	start
min in group asynchronous	1.05	u_pwm_generator.u_pwm_32bit.pwm_counter[19]	1	rst_n
worst min register to register	0.38	current_duty_cycle[9]	0	current_excursion_state
worst max register to register	5.28	u_pwm_generator.u_pwm_32bit.pwm_counter[10]	6	u_pwm_generator.u_pwm_32bit.pwm_counter[0]
worst min-delay path	0.38	current_duty_cycle[9]	0	current_excursion_state
max in group asynchronous	5.39	five_sec_counter[19]	2	rst_n
worst max-delay path	4.81	servo_out	1	u_pwm_generator.u_pwm_32bit.pwm_out
-- cell usage after synthesis, types with 2 or more instances --
library cell | count | area, sq um
nor2_1 | 53 | 199
nand2_1 | 28 | 105
a21o_1 | 4 | 30.0
o21ai_0 | 3 | 15.0
nand3_1 | 13 | 65.1
xor2_1 | 24 | 210
clkbuf_2 | 2 | 10.0
or4_1 | 2 | 15.0
xnor2_1 | 19 | 166
dfrtp_1 | 67 | 1680
nand4_2 | 2 | 25.0
nor4_1 | 7 | 43.8
and3_1 | 4 | 25.0
nor3_1 | 11 | 55.1
ha_1 | 9 | 113
buf_6 | 3 | 33.8
nand2b_1 | 3 | 18.8
nand4_1 | 17 | 106
inv_1 | 10 | 37.5
a211oi_1 | 2 | 15.0
and4_1 | 3 | 26.3
nor3_2 | 2 | 20.0
-- report_power, final --
part / leakage [nW] / switching, mW / internal, mW
combinational: 0.586 / 0.00783 / 0.000809
clock: 0.0851 / 0.143 / 0.133
sequential: 0.907 / 0.000911 / 0.375
total: 1.58 / 0.152 / 0.508
-- cells by family after synthesis --
kind of cell,count (synthesis)
AND-OR/OR-AND,20
XOR/XNOR,43
adder cells (fa/ha/maj),9
buffers and inverters,16
flip-flops,68
multiplexers,1
other,1
AND/OR/NAND/NOR,154
-- layout make-up --
type | instances | area (sq um)
clock buffers | 10 | 138
clock inverters | 6 | 48.8
fillers | 1039 | 6800
inverters | 10 | 37.5
multi-input cells | 240 | 1490
flip-flops and latches | 68 | 1700
well taps | 136 | 170
repair buffers | 3 | 22.5
-- per-layer routing --
metal / wire length (microns) / up-vias
met4: 48 / 0
met2: 2490 / 26
met3: 176 / 6
met1: 2870 / 1050
met5: 0 / -
li1: - / 1111
Power figures rest on the tool's default switching activity, not on a simulated workload.
